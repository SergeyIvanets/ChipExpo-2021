File: flow/run.sh
#!/bin/bash
# OpenROAD 26Q1-2900-gdf79404cd8, Yosys 0.63+post, stock flow scripts
make -C /OpenROAD-flow-scripts/flow DESIGN_CONFIG=/design/flow/config.mk WORK_HOME=/design/flow/orfs finish
File: flow/config.mk
export PLATFORM = sky130hd
export DESIGN_NAME = fifo_generic
export DESIGN_NICKNAME = fifo_generic
export VERILOG_FILES = /design/flow/design.v
export SDC_FILE = /design/flow/constraint.sdc
export NUM_CORES = 4
export LEC_CHECK = 1
export CORE_UTILIZATION = 40
File: flow/constraint.sdc
current_design fifo_generic

set clk_period 7.1
set clk_io_pct 0.2

create_clock -name clk0 -period $clk_period [get_ports {clk}]

set non_clock_inputs [all_inputs -no_clocks]
set_input_delay [expr $clk_period * $clk_io_pct] -clock clk0 $non_clock_inputs
set_output_delay [expr $clk_period * $clk_io_pct] -clock clk0 [all_outputs]
File: flow/design.v
module fifo_generic
#(
  parameter   FIFO_DEPTH        = 8,
              FIFO_DATA_WIDTH   = 8,
              ALMOST_FULL_DEPTH  = 2,
              ALMOST_EMPTY_DEPTH = 2
)
(
  input                            clk,
  input                            reset,
  input                            write,
  input                            read,
  input      [FIFO_DATA_WIDTH-1:0] write_data,
  output reg [FIFO_DATA_WIDTH-1:0] read_data,
  output                           empty,
  output                           full,
  output                           almost_empty,
  output                           almost_full
);
  localparam FIFO_PTR_WIDTH   = $clog2(FIFO_DEPTH) + 1;
  localparam ALMOST_FULL_VALUE = FIFO_DEPTH - ALMOST_FULL_DEPTH;
  reg [FIFO_DATA_WIDTH-1:0] fifo_array [FIFO_DEPTH-1:0];
  reg [FIFO_PTR_WIDTH-1:0]  rd_ptr;
  reg [FIFO_PTR_WIDTH-1:0]  wr_ptr;
  reg [FIFO_PTR_WIDTH-1:0]  operation_count;
  always @ (posedge clk)
  begin
    if (reset)
      wr_ptr <= {FIFO_PTR_WIDTH{1'b0}};
    else if (write & !full)
        wr_ptr <= wr_ptr + 1'b1;
  end
  always @ (posedge clk)
  begin
    if (reset)
      rd_ptr <= {FIFO_PTR_WIDTH{1'b0}};
    else if (read & !empty)
      rd_ptr <= rd_ptr + 1'b1;
  end
  assign full  = 
         (wr_ptr[FIFO_PTR_WIDTH-1] ^ rd_ptr[FIFO_PTR_WIDTH-1]) 
       & (wr_ptr[FIFO_PTR_WIDTH-2:0] == rd_ptr[FIFO_PTR_WIDTH-2:0]);
  assign empty = (wr_ptr == rd_ptr);
  always @ (posedge clk)
  begin
    if (reset)
      operation_count <= {FIFO_PTR_WIDTH{1'b0}};
    else
      casex ({read, write, full, empty})
        4'b10x0: operation_count <= operation_count - 1'b1; 
        4'b010x: operation_count <= operation_count + 1'b1;
        4'b1101: operation_count <= operation_count + 1'b1;
        4'b1110: operation_count <= operation_count - 1'b1;
        4'b1100: operation_count <= operation_count;
        4'b00xx: operation_count <= operation_count;
        default: operation_count <= operation_count;
      endcase  
  end
  assign almost_full  = 
    (operation_count < (FIFO_DEPTH - ALMOST_FULL_DEPTH)) 
       ? 1'b0 : 1'b1;
  assign almost_empty = 
    (operation_count < ALMOST_EMPTY_DEPTH) ? 1'b1 : 1'b0;
  always @ (posedge clk)
  begin
    if (reset)
      fifo_array[wr_ptr] <= {FIFO_DATA_WIDTH{1'b0}};
    else if (write & !full)
      fifo_array[wr_ptr[FIFO_PTR_WIDTH-2:0]] <= write_data;
  end
  always @ (posedge clk)
  begin
    if (reset)
      read_data <= {FIFO_DATA_WIDTH{1'b0}};
    else if (read & !empty)
      read_data <= fifo_array[rd_ptr[FIFO_PTR_WIDTH-2:0]];
  end
endmodule
==> results_dict.tcl <==
# yosys + openroad results
set metrics [dict create \
    r2r_start "rd_ptr[2]" \
    slew_headroom 0.420 \
    grt_antenna_before_repair 0 \
    dr.pass1.iters 4 \
    xor_share 0.0385 \
    vias_per_cell 5.15 \
    grt_pass1_wl_um 9980 \
    post-route-min-period_ps 3700 \
    drv_slew 0 \
    async_flop_share 0 \
    track_usage 0.162 \
    simple_gate_share 0.0653 \
    fmax_mhz 271 \
    holdPathEnd "read_data[6]" \
    ys_ff 84 \
    netlist_instances 217 \
    synth-area-yosys_um2 3550 \
    yosys_warnings 1 \
    die_y_um 96.2 \
    rsz0062_at_grt "false" \
    compound_area_frac 0.0550 \
    worst_path_max_delay_cell "dfxtp_1" \
    ff2ff_setup_slack_ps 3930 \
    antennaDiodeCount 0 \
    route.detailed.drc 0 \
    cts_tree "built" \
    avgSynthCellArea_um2 16.3 \
    gp_congestion 0.774 \
    power.density_nw_per_um2 281 \
    syn-cell-area_um2 3550 \
    totalWireLength_um 6120 \
    arrival_ps 2280 \
    synth-edff-count 64 \
    lay_top_count "edfxtp_1" \
    grt_start_max_net_pins 25 \
    r2r-end "operation_count[3]" \
    p_leak_nw 1.39 \
    layout-area-overhead-vs-synth_pct 15.8 \
    hold_class "reg2reg" \
    clock-root-buffer "clkbuf_8" \
    cp_max_fo 11 \
    top_logic_kind "multiplexers" \
    cts_resized 0 \
    initCoreUtil 0.423 \
    synthFlopType "edfxtp_1" \
    die_area_um2 9240 \
    io_pins 24 \
    initialDrtViolationCount 84 \
    grt_pass1_vias 1920 \
    ant_nets 0 \
    grt-ovfl-total 0 \
    rows 33 \
    post_cts_buffers 0 \
    skew_ps 7.65 \
    htreeDepth 3 \
    cts_sinks 84 \
    hold_path_startpoint "read_data[6]" \
    cts_buffers 9 \
    yosysUniqueCellTypes 37 \
    max-vdd-ir-drop_mv 0.171 \
    status "completed" \
    cts-hold-fix-buffers 0 \
    path_clk_slew_ps 80 \
    wl_per_cell_um 17.1 \
    synth_seq_share 0.655 \
    die_w_um 96.2 \
    drive_gt1_frac 0.173 \
    vias 1848 \
    tns_ps 0 \
    muxShareOfSynthArea 0.145 \
    slowest_delay_ps 810 \
    crit_required_ps 5680 \
    min_period_over_period 0.521 \
    setup_viol 0 \
    drv_cap 0 \
    final_cell_mix "64 x edfxtp_1, 28 x nor2_1, 23 x clkdlybuf4s50_1" \
    ys_cells 217 \
    warnings 25 \
    hpwl_um 3810 \
    worstMarginPinSlew_ps 867 \
    cts_buffer_depth 2 \
    whs_path_depth 2 \
    reg2reg_depth 10 \
    start_kind "register" \
    utilization 0.490 \
    ys_sh_adder 0.0198 \
    hold_viol 0 \
    port_buffers 23 \
    critical_path_class "reg2out" \
    core_um2 8380 \
    path_cells "xnor2_2, nand3_1, nor2_1, clkdlybuf4s50_1" \
    clk_latency_ps 350 \
    critPathCaptureType "primary output" \
]
-- cells in the mapped netlist, types with 2 or more instances --
cell type,count,area [µm²]
o21ai_0,2,10.0
and2_1,8,50.1
a211oi_1,8,60.1
dfxtp_1,20,400
buf_2,3,15.0
xnor2_2,3,48.8
nand2_1,5,18.8
a21o_1,2,15.0
clkbuf_1,3,11.3
mux2i_1,12,120
nand4_1,3,18.8
mux4_1,5,131
inv_1,3,11.3
xor2_1,7,61.3
ha_1,4,50.1
nor3_1,3,15.0
mux4_2,11,248
nor2_1,28,105
buf_6,2,22.5
edfxtp_1,64,1920
nand2b_1,2,12.5
a21oi_1,2,10.0
xnor2_1,3,26.3
-- flip-flops by register name (all words and copies together), names as in the netlist --
signal,flops
operation_count,4
read_data,8
fifo_array,64
wr_ptr,4
rd_ptr,4
-- through the flow --
| stage | std cells | hold WS (ps) | power, mW | setup slack, ps | area, µm² |
|---|---|---|---|---|---|
| floorplan | 217 | 464 | 0.761 | 3980 | 3550 |
| global placement | 344 | 495 | 0.842 | 3080 | 3920 |
| detailed placement | 344 | 493 | 0.842 | 3050 | 3920 |
| CTS | 359 | 503 | 1.17 | 3380 | 4110 |
| global route | 359 | 540 | 1.22 | 3270 | 4110 |
| finish | 359 | 496 | 1.15 | 3400 | 4110 |
-- layer usage --
| metal | vias up | part of all wire | GRT usage |
|---|---|---|---|
| met1 | 877 | 0.43 | 0.246 |
| met2 | 70 | 0.46 | 0.232 |
| met5 | - | 0 | 0 |
| li1 | 893 | - | - |
| met3 | 8 | 0.092 | 0.0867 |
| met4 | 0 | 0.016 | 0.0224 |
-- cells by family (layout without fill, tap and decap cells) --
kind of cell | after synthesis | in the layout
AND-OR/OR-AND | 21 | 21
buffers and inverters | 14 | 51
flip-flops | 84 | 84
multiplexers | 29 | 29
adder cells (fa/ha/maj) | 5 | 5
AND/OR/NAND/NOR | 51 | 51
XOR/XNOR | 13 | 13
-- final cells by class --
| cell class | count | area, µm² |
|---|---|---|
| clock buffers | 10 | 128 |
| clock inverters | 5 | 62.6 |
| fillers | 704 | 4270 |
| inverters | 3 | 11.3 |
| multi-input cells | 119 | 1150 |
| flip-flops and latches | 84 | 2320 |
| well taps | 105 | 131 |
| repair buffers | 33 | 305 |
-- report_power, final --
part / switching (mW) / internal (mW)
registers: 0.0236 / 0.562
logic: 0.105 / 0.136
clock network: 0.165 / 0.162
total: 0.293 / 0.860
-- critical path: cells and delay by family (launching register included) --
kind / cells / cell delay (ps)
buf+inv: 1 / 470
flops: 1 / 810
xor+xnor: 1 / 270
simple gates: 2 / 390
-- how the worst max path moves through the flow --
stage         start                  to  slack [ps]
6_report  rd_ptr[2]                full        3400
5_1_grt        read  operation_count[3]        3270
4_1_cts   rd_ptr[2]                full        3380
Power is estimated from default activity; no workload was simulated.
