File: /design/flow/design.v
`timescale 1 ns / 1 ns
`default_nettype none 
module simple_dual_port_RAM
#(
  parameter DATA_WIDTH = 8, 
            ADDR_WIDTH = 4,
            LATENCY    = 3  
)
(
  input wire                      clk,
  input  wire                      write_enable, 
  input  wire  [(ADDR_WIDTH-1):0]  write_addr,
  input  wire  [(DATA_WIDTH-1):0]  data_in,
  input  wire                      read_enable, 
  input  wire [(ADDR_WIDTH-1):0]   read_addr, 
  output wire [(DATA_WIDTH-1):0]   data_out
);
  logic [DATA_WIDTH-1:0] dp_ram [0:2**ADDR_WIDTH-1];
  logic  [DATA_WIDTH - 1:0] write_data_int   [LATENCY - 1:0];
  logic  [ADDR_WIDTH - 1:0] write_addr_int   [LATENCY - 1:0];
  logic                     write_enable_int [LATENCY - 1:0];
  logic  [DATA_WIDTH - 1:0] read_data_int    [LATENCY - 2:0];
  int i;
  always @ (posedge clk)
  begin
    write_data_int [0] <= #1 data_in;
    for (i = 1; i < LATENCY; i = i + 1)
      write_data_int [i] <= #1 write_data_int [i - 1];
  end
  always @ (posedge clk)
  begin
    write_addr_int [0] <= #1 write_addr;
    for (i = 1; i < LATENCY; i = i + 1)
      write_addr_int [i] <= #1 write_addr_int [i - 1];
  end
  always @ (posedge clk)
  begin
    write_enable_int [0] <= #1 write_enable;
    for (i = 1; i < LATENCY; i = i + 1)
      write_enable_int [i] <= #1 write_enable_int [i - 1];
  end
  always @ (posedge clk)
  begin
    if (write_enable_int[LATENCY - 1])
      dp_ram [write_addr_int[LATENCY - 1] ] <= #1 write_data_int [LATENCY - 1];
  end
  always @ (posedge clk)
  begin
    read_data_int [0] <= #1 dp_ram [read_addr];
    for (i = 1; i < LATENCY - 1; i = i + 1)
      read_data_int [i] <= #1 read_data_int [i - 1];
  end
  assign data_out = read_data_int [LATENCY - 2];
endmodule
`timescale 1 ns / 1 ns
`default_nettype none 
module fifo_simple_DP_RAM
#(
  parameter   FIFO_DEPTH         = 256,
              FIFO_DATA_WIDTH    = 8,
              ALMOST_FULL_DEPTH  = 2,
              ALMOST_EMPTY_DEPTH = 2,
              LATENCY            = 3  
)
(
  input wire                           clk,
  input wire                           reset,
  input wire                           write,
  input wire                           read,
  input wire     [FIFO_DATA_WIDTH-1:0] write_data,
  output wire    [FIFO_DATA_WIDTH-1:0] read_data,
  output wire                          empty,
  output wire                          full
);
  localparam FIFO_PTR_WIDTH   = $clog2(FIFO_DEPTH) + 1;
  logic    [FIFO_PTR_WIDTH-1:0]  rd_ptr;
  logic    [FIFO_PTR_WIDTH-1:0]  wr_ptr;
  logic                         write_enable;
  logic   [FIFO_DATA_WIDTH-1:0] read_data_wire;
  simple_dual_port_RAM 
  # (.DATA_WIDTH  ( FIFO_DATA_WIDTH                  ),
     .ADDR_WIDTH  ( FIFO_PTR_WIDTH                   ),
     .LATENCY     ( LATENCY                          )
  )
  fifo_array
  (
    .clk          ( clk                              ),
    .write_enable ( write                            ),
    .write_addr   ( wr_ptr                           ),
    .data_in      ( write_data                       ),
    .read_enable  ( read                             ),
    .read_addr    ( rd_ptr                           ),
    .data_out     ( read_data_wire                   )
  );
  always @ (posedge clk)
  begin
    if (reset)
        wr_ptr <= #1 {FIFO_PTR_WIDTH{1'b0}};
    else if (write & !full)
        wr_ptr <= #1 wr_ptr + 1'b1;
  end
  always @ (posedge clk)
  begin
    if (reset)
      rd_ptr   <= #1 {FIFO_PTR_WIDTH{1'b0}};
    else if (read & !empty)
        rd_ptr <= #1 rd_ptr + 1'b1;
  end
  assign full  = 
         (wr_ptr[FIFO_PTR_WIDTH-1] ^ rd_ptr[FIFO_PTR_WIDTH-1]) 
       & (wr_ptr[FIFO_PTR_WIDTH-2:0] == rd_ptr[FIFO_PTR_WIDTH-2:0]);
  assign empty = (wr_ptr == rd_ptr);
  assign read_data = read_data_wire;
endmodule
module FIFO_simple_DP_RAM
#(
  parameter   FIFO_DEPTH         = 256,
              FIFO_DATA_WIDTH    = 8,
              ALMOST_FULL_DEPTH  = 2,
              ALMOST_EMPTY_DEPTH = 2,
              LATENCY            = 3  
)
(
  input                            clk,
  input                            reset,
  input                            write,
  input                            read,
  input      [FIFO_DATA_WIDTH-1:0] write_data,
  output     [FIFO_DATA_WIDTH-1:0] read_data,
  output                           empty,
  output                           full,
  output                           almost_empty,
  output                           almost_full
);
  localparam FIFO_PTR_WIDTH   = $clog2(FIFO_DEPTH) + 1;
  localparam ALMOST_FULL_VALUE = FIFO_DEPTH - ALMOST_FULL_DEPTH;
  reg    [FIFO_PTR_WIDTH-1:0]  rd_ptr;
  reg    [FIFO_PTR_WIDTH-1:0]  wr_ptr;
  reg    [FIFO_PTR_WIDTH-1:0]  operation_count;
  reg  [FIFO_DATA_WIDTH - 1:0] read_data_int  [LATENCY - 2:0];
  reg  [FIFO_DATA_WIDTH - 1:0] write_data_int [LATENCY - 1:0];
  reg  [FIFO_PTR_WIDTH-1:0]    wr_ptr_int     [LATENCY - 1:0];
  reg                          write_int      [LATENCY - 1:0];
  wire                         write_enable;
  wire   [FIFO_DATA_WIDTH-1:0] read_data_wire;
  integer i;
  simple_dual_port_RAM 
  # (.DATA_WIDTH  ( FIFO_DATA_WIDTH                  ),
     .ADDR_WIDTH  ( FIFO_PTR_WIDTH                   )
  )
  fifo_array
  (
    .clk          ( clk                              ),
    .read_enable  ( read                             ),
    .read_addr    ( rd_ptr                           ),
    .data_in      ( write_data_int [LATENCY - 1]     ),
    .write_enable ( write_int [LATENCY - 1]          ),
    .write_addr   ( wr_ptr_int [LATENCY - 2]         ),
    .data_out     ( read_data_wire                   )
  );
  always @ (posedge clk)
  begin
    if (reset)
      begin
        wr_ptr          <= {FIFO_PTR_WIDTH{1'b0}};
        write_int [0]   <= 1'b0;
      end
    else if (write & !full)
        begin
          wr_ptr        <= wr_ptr + 1'b1;
          write_int [0] <= 1'b1;      
        end
      else
        write_int [0]   <= 1'b0;
    end
  always @ (posedge clk)
  begin
    if (reset)
      rd_ptr   <= {FIFO_PTR_WIDTH{1'b0}};
    else if ((write & read & empty) | (read & !empty))
        rd_ptr <= rd_ptr + 1'b1;
  end
  assign full  = 
         (wr_ptr[FIFO_PTR_WIDTH-1] ^ rd_ptr[FIFO_PTR_WIDTH-1]) 
       & (wr_ptr[FIFO_PTR_WIDTH-2:0] == rd_ptr[FIFO_PTR_WIDTH-2:0]);
  assign empty = (wr_ptr == rd_ptr);
  always @ (posedge clk)
  begin
    if (reset)
      operation_count <= {FIFO_PTR_WIDTH{1'b0}};
    else
      casex ({read, write, full, empty})
        4'b10x0: operation_count <= operation_count - 1'b1; 
        4'b010x: operation_count <= operation_count + 1'b1;
        4'b1101: operation_count <= operation_count + 1'b1;
        4'b1110: operation_count <= operation_count - 1'b1;
        4'b1100: operation_count <= operation_count;
        4'b00xx: operation_count <= operation_count;
        default: operation_count <= operation_count;
      endcase  
  end
  assign almost_full  = (operation_count < (FIFO_DEPTH - ALMOST_FULL_DEPTH)) 
                          ? 1'b0 : 1'b1;
  assign almost_empty = (operation_count < ALMOST_EMPTY_DEPTH) ? 1'b1 : 1'b0;
    always @ (posedge clk)
    begin
      read_data_int [0] <= read_data_wire;
      for (i = 1; i < LATENCY - 1; i = i + 1)
        read_data_int [i] <= read_data_int [i - 1];
    end
    always @ (posedge clk)
    begin
      write_data_int [0] <= write_data;
      for (i = 1; i < LATENCY; i = i + 1)
		begin
        write_int [i]      <= write_int [i - 1];
        write_data_int [i] <= write_data_int [i - 1];
      end
    end
    always @ (posedge clk)
    begin
      wr_ptr_int [0] <= wr_ptr;
      for (i = 1; i < LATENCY; i = i + 1)
		begin
        wr_ptr_int [i]     <= wr_ptr_int [i - 1];
      end
    end
  assign read_data    = read_data_int [LATENCY - 2];
endmodule
File: /design/flow/run.sh
#!/bin/bash
# OpenROAD 26Q1-2900-gdf79404cd8, Yosys 0.63+post, stock flow scripts
make -C /OpenROAD-flow-scripts/flow DESIGN_CONFIG=/design/flow/config.mk WORK_HOME=/design/flow/orfs finish
File: /design/flow/config.mk
export PLATFORM = sky130hd
export DESIGN_NAME = FIFO_simple_DP_RAM
export DESIGN_NICKNAME = FIFO_simple_DP_RAM
export VERILOG_FILES = /design/flow/design.v
export SDC_FILE = /design/flow/constraint.sdc
export NUM_CORES = 4
export LEC_CHECK = 1
export CORE_UTILIZATION = 50
File: /design/flow/constraint.sdc
current_design FIFO_simple_DP_RAM

set clk_period 371.2
set clk_io_pct 0.2

create_clock -name clk0 -period $clk_period [get_ports {clk}]

set non_clock_inputs [all_inputs -no_clocks]
set_input_delay [expr $clk_period * $clk_io_pct] -clock clk0 $non_clock_inputs
set_output_delay [expr $clk_period * $clk_io_pct] -clock clk0 [all_outputs]
==> notes.md <==
yosys + openroad results -> outcome=completed, Layout fillers=23300, via count of the first global-routing pass=about 90000, upper clock frequency limit=~0.013 GHz, cells resized by post-CTS repair=0, max-slew violation count=0, Clk pin slew, worst setup/hold paths=roughly 60 ps, setup TNS after final layout=0 ps, cells after synthesis=approximately 8000, Congestion Overflow GR=0, final wirelength=between 400000 and 500000 um, Tightest Pin Transition=between 1000 and 1500 ps, die span in y=approximately 570 um, worst hold path cell count=0, vias per cell=between 6 and 7, cell type of the slowest stage on the worst timing path=sky130_fd_sc_hd__nor4_1, per-instance average area after synthesis=around 21 um^2, launch point of the worst reg-to-reg path=rd_ptr[0], TritonCTS clock tree=done, Cell variety after synth=77, cell types occupying the most area after synthesis=sky130_fd_sc_hd__edfxtp_1 75%, sky130_fd_sc_hd__mux4_2 13%, sky130_fd_sc_hd__mux2i_1 2.2%, cell-by-cell listing of the critical path=xor2_1, nor4_1, nand3_1, inv_1, clkdlybuf4s50_1, router iterations before antenna repair=5, origin of the worst setup path=rd_ptr[5], # rows=approximately 210, startpoint class of the critical path=register, post-synth top area share=0.753, number of buffer and inverter stages on the critical path=2, cell taking the most area after synthesis=sky130_fd_sc_hd__edfxtp_1, hold buffers post-CTS=0, minimum clock period=approximately 78000 ps, ys async rst share=0, initial DRC count=roughly 5600, FF+latch count, synth=approximately 4300, cell area after placement=between 150000 and 200000 um^2, worst setup path class=register to output port, startpoint of the lowest-slack hold path=fifo_array.write_addr_int[1][7], Top FF cell, synth=sky130_fd_sc_hd__edfxtp_1, Detail Placement HPWL=274000 um, endpoint arrival time on the critical path=around 3400 ps, Hold/Removal Path Class=register to register, combined area of all synthesized cells=~160000 um^2, tool warnings=35, Chip Width=~570 um, die area=approximately 330000 um^2, number of maximum-capacitance violations=0, EDFF count, synth=approximately 4000, GRT Total Usage=0.314, top post-synthesis cells by count=4096 x sky130_fd_sc_hd__edfxtp_1, 946 x sky130_fd_sc_hd__mux4_2, 637 x sky130_fd_sc_hd__nor2_1, 359 x sky130_fd_sc_hd__mux2i_1, 218 x sky130_fd_sc_hd__nand2_1, clock latency reported for the late side of the worst-skew pair=around 990 ps, final hold violation count=0, largest fanout of any net on the critical path=14, post-route antenna net violation count=0, yosys warning tally=14, placed cell count=~12000, port bufs=23, peak per-stage delay on the critical path=850 ps, initial antenna violation count=15, buffers inserted during post-CTS setup optimization=0, CTS H-tree depth=5, number of remaining DRC errors=0, cell at the root of the clock tree=sky130_fd_sc_hd__clkbuf_16, worst endpoint required time=296960 ps, Pwr Density=5.68 nW/um^2, Setup WS post-layout=between 200000 and 300000 ps, most used standard cell by instance count after synthesis=sky130_fd_sc_hd__edfxtp_1, number of setup violations in the final report=0, largest vdd supply drop=about 0.0047 mV, setup repair after global routing missed its margin=no, worst clock skew=about 63 ps, summed area of non-filler cells in the final layout=183000 um^2, CTS max path bufs=4, sequential element share of the synthesized area=0.773, number of cells in the yosys synthesis report=approximately 7800, number of buffers added by the clock tree synthesis step=roughly 430, endpoint class of the critical path=output port, worst setup slack for register-to-register paths=between 300000 and 400000 ps, Core Density at Floorplan=0.503, mean routed wirelength per cell=35.1 um, Worst slew margin=0.212, YS chip area=163000 um^2, fin cells=12800, wire length of the first global-routing pass=640000 um, post-layout period usage of the worst path=0.209, placeable core region=between 300000 and 400000 um^2, maximum number of pins on one net before global-route repair=~130, layout cell share with drive strength beyond 1=0.234, Leak Pwr=0.0560 uW, Area Growth Syn to Fin=11.9%, number of sinks handled by clock tree synthesis=between 4000 and 5000, worst slack on hold paths=317 ps, crit-path leading delay family=simple AND/OR/NAND/NOR gates, Reg2Reg Depth=12, weighted congestion at the end of routability-driven global placement=around 0.91, total I/O pin count=24, worst setup slack before clock tree synthesis=294260 ps, overall via count from detail_route=roughly 80000, path length in cells of the critical path=5
==> cell type report <==
class                      instances  area (um^2)  share of cell area
inverter                          11         56.3            0.000308
sequential                      4254       126000               0.691
tap                             4325         5410              0.0296
timing repair buffer             332         2700              0.0148
clock inverter                   254         2240              0.0123
clock buffer                     549        11600              0.0634
antenna                           12         30.0            0.000164
multi-input combinational       3030        34500               0.189
==> layer usage <==
metal / wire [um] / vias to the layer above / global-route usage / share of wire
li1: - / 32900 / - / -
met1: 138000 / 40600 / 0.403 / 0.31
met2: 205000 / 5297 / 0.428 / 0.46
met3: 86500 / 823 / 0.254 / 0.19
met4: 17500 / 49 / 0.0957 / 0.039
met5: 1400 / - / 0.0347 / 0.0031
==> placed cells by master (no fill, tap or decap), drive strengths merged, types with 18 or more instances in the layout <==
master and n:
edfxtp 4096, mux4 946, nor2 638, clkbuf 549, mux2i 359, buf 309, nand2 218, clkinv 192
dfxtp 158, a21oi 106, o21ai 81, o22ai 78, a22oi 58, a221oi 55, a211oi 48, o221ai 44
nand3 42, bufinv 35, nor3 31, mux2 30, nor2b 26, inv 26, clkdlybuf4s50 23, o211ai 22
a31oi 22, xor2 18, a2111oi 18
==> path summary, 6_finish.rpt <==
| path | endpoint |
|---|---|
| max | empty |
| min | fifo_array.write_addr_int[2][7] |
| max reg2reg | fifo_array.read_data_int[0][2] |
| min reg2reg | fifo_array.write_addr_int[2][7] |
==> registers in the layout (all words and copies together), names as in the netlist <==
signal                       flops
fifo_array.dp_ram             4096
fifo_array.write_addr_int       27
fifo_array.write_data_int       24
write_data_int                  24
wr_ptr_int                      18
fifo_array.read_data_int        16
read_data_int                   16
operation_count                  9
rd_ptr                           9
wr_ptr                           9
fifo_array.write_enable_int      3
write_int                        3
==> worst register-to-register path, cell delays in order (launching register included) <==
cell and delay (ps):
sky130_fd_sc_hd__dfxtp_4 700, sky130_fd_sc_hd__buf_4 680, sky130_fd_sc_hd__buf_4 730, sky130_fd_sc_hd__buf_4 560, sky130_fd_sc_hd__buf_4 600, sky130_fd_sc_hd__buf_4 640, sky130_fd_sc_hd__buf_4 510, sky130_fd_sc_hd__mux4_2 560
sky130_fd_sc_hd__mux2i_1 470, sky130_fd_sc_hd__o22ai_1 130, sky130_fd_sc_hd__or4_1 640, sky130_fd_sc_hd__a21oi_1 580, sky130_fd_sc_hd__a32oi_1 340
==> through the flow <==
step                utilization  power, uW
floorplan                     -        604
global placement          0.520        626
detailed placement        0.520        627
CTS                       0.563       1050
global route              0.563       1070
finish                    0.563       1040
==> where the power goes <==
| part | total (uW) | internal [uW] | leakage, uW | switching [uW] |
|---|---|---|---|---|
| Combinational | 86.3 | 37.1 | 0.0111 | 49.2 |
| Clock | 423 | 244 | 0.00680 | 179 |
| Sequential | 530 | 527 | 0.0381 | 2.15 |
==> cells by family after synthesis <==
| group | Yosys count | synth area share |
|---|---|---|
| AOI/OAI and AO/OA | 630 | 0.0271 |
| xor gates and xnor gates | 31 | 0.00166 |
| muxes | 1335 | 0.155 |
| buffers and inverters | 485 | 0.0174 |
| DFF | 4254 | 0.773 |
| adders and majority gates | 10 | 0.000812 |
| and+or+nand+nor | 1024 | 0.0258 |
Power figures rest on the tool's default switching activity, not on a simulated workload.
