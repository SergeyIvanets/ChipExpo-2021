==> design/flow/design.v <==
`timescale 1 ns / 1 ns
`default_nettype none 
module simple_dual_port_RAM
#(
  parameter DATA_WIDTH = 8, 
            ADDR_WIDTH = 4,
            LATENCY    = 3  
)
(
  input wire                      clk,
  input  wire                      write_enable, 
  input  wire  [(ADDR_WIDTH-1):0]  write_addr,
  input  wire  [(DATA_WIDTH-1):0]  data_in,
  input  wire                      read_enable, 
  input  wire [(ADDR_WIDTH-1):0]   read_addr, 
  output wire [(DATA_WIDTH-1):0]   data_out
);
  logic [DATA_WIDTH-1:0] dp_ram [0:2**ADDR_WIDTH-1];
  logic  [DATA_WIDTH - 1:0] write_data_int   [LATENCY - 1:0];
  logic  [ADDR_WIDTH - 1:0] write_addr_int   [LATENCY - 1:0];
  logic                     write_enable_int [LATENCY - 1:0];
  logic  [DATA_WIDTH - 1:0] read_data_int    [LATENCY - 2:0];
  int i;
  always @ (posedge clk)
  begin
    write_data_int [0] <= #1 data_in;
    for (i = 1; i < LATENCY; i = i + 1)
      write_data_int [i] <= #1 write_data_int [i - 1];
  end
  always @ (posedge clk)
  begin
    write_addr_int [0] <= #1 write_addr;
    for (i = 1; i < LATENCY; i = i + 1)
      write_addr_int [i] <= #1 write_addr_int [i - 1];
  end
  always @ (posedge clk)
  begin
    write_enable_int [0] <= #1 write_enable;
    for (i = 1; i < LATENCY; i = i + 1)
      write_enable_int [i] <= #1 write_enable_int [i - 1];
  end
  always @ (posedge clk)
  begin
    if (write_enable_int[LATENCY - 1])
      dp_ram [write_addr_int[LATENCY - 1] ] <= #1 write_data_int [LATENCY - 1];
  end
  always @ (posedge clk)
  begin
    read_data_int [0] <= #1 dp_ram [read_addr];
    for (i = 1; i < LATENCY - 1; i = i + 1)
      read_data_int [i] <= #1 read_data_int [i - 1];
  end
  assign data_out = read_data_int [LATENCY - 2];
endmodule
`timescale 1 ns / 1 ns
`default_nettype none 
module fifo_simple_DP_RAM
#(
  parameter   FIFO_DEPTH         = 256,
              FIFO_DATA_WIDTH    = 8,
              ALMOST_FULL_DEPTH  = 2,
              ALMOST_EMPTY_DEPTH = 2,
              LATENCY            = 3  
)
(
  input wire                           clk,
  input wire                           reset,
  input wire                           write,
  input wire                           read,
  input wire     [FIFO_DATA_WIDTH-1:0] write_data,
  output wire    [FIFO_DATA_WIDTH-1:0] read_data,
  output wire                          empty,
  output wire                          full
);
  localparam FIFO_PTR_WIDTH   = $clog2(FIFO_DEPTH) + 1;
  logic    [FIFO_PTR_WIDTH-1:0]  rd_ptr;
  logic    [FIFO_PTR_WIDTH-1:0]  wr_ptr;
  logic                         write_enable;
  logic   [FIFO_DATA_WIDTH-1:0] read_data_wire;
  simple_dual_port_RAM 
  # (.DATA_WIDTH  ( FIFO_DATA_WIDTH                  ),
     .ADDR_WIDTH  ( FIFO_PTR_WIDTH                   ),
     .LATENCY     ( LATENCY                          )
  )
  fifo_array
  (
    .clk          ( clk                              ),
    .write_enable ( write                            ),
    .write_addr   ( wr_ptr                           ),
    .data_in      ( write_data                       ),
    .read_enable  ( read                             ),
    .read_addr    ( rd_ptr                           ),
    .data_out     ( read_data_wire                   )
  );
  always @ (posedge clk)
  begin
    if (reset)
        wr_ptr <= #1 {FIFO_PTR_WIDTH{1'b0}};
    else if (write & !full)
        wr_ptr <= #1 wr_ptr + 1'b1;
  end
  always @ (posedge clk)
  begin
    if (reset)
      rd_ptr   <= #1 {FIFO_PTR_WIDTH{1'b0}};
    else if (read & !empty)
        rd_ptr <= #1 rd_ptr + 1'b1;
  end
  assign full  = 
         (wr_ptr[FIFO_PTR_WIDTH-1] ^ rd_ptr[FIFO_PTR_WIDTH-1]) 
       & (wr_ptr[FIFO_PTR_WIDTH-2:0] == rd_ptr[FIFO_PTR_WIDTH-2:0]);
  assign empty = (wr_ptr == rd_ptr);
  assign read_data = read_data_wire;
endmodule
==> design/flow/run.sh <==
#!/bin/bash
# OpenROAD 26Q1-2900-gdf79404cd8, Yosys 0.63+post, stock flow scripts
make -C /OpenROAD-flow-scripts/flow DESIGN_CONFIG=/design/flow/config.mk WORK_HOME=/design/flow/orfs finish
==> design/flow/config.mk <==
export PLATFORM = sky130hd
export DESIGN_NAME = fifo_simple_DP_RAM
export DESIGN_NICKNAME = fifo_simple_DP_RAM
export VERILOG_FILES = /design/flow/design.v
export SDC_FILE = /design/flow/constraint.sdc
export NUM_CORES = 4
export LEC_CHECK = 1
export CORE_UTILIZATION = 50
==> design/flow/constraint.sdc <==
current_design fifo_simple_DP_RAM

set clk_period 550.3
set clk_io_pct 0.2

create_clock -name clk0 -period $clk_period [get_ports {clk}]

set non_clock_inputs [all_inputs -no_clocks]
set_input_delay [expr $clk_period * $clk_io_pct] -clock clk0 $non_clock_inputs
set_output_delay [expr $clk_period * $clk_io_pct] -clock clk0 [all_outputs]
==> notes.md <==
yosys + openroad results -> status=completed, Initial DRT Pass Iterations=8, largest net degree at the start of global routing=roughly 140, Layout Skew=76.6 ps, Detailed Place HPWL=258000 µm, GP Congestion=between 0.9 and 1, Post-synth EDFFs=4096, I/O pin total=22, Synth Cell Area=~160000 µm², endpoints failing setup=0, fmax=0.00877 GHz, Hold Path Class=flip-flop to flip-flop, Critical Path Max Stage Delay=770 ps, Worst Path Buf+Inv=1, Final Hold Viols=0, first-pass GRT wire length=618000 µm, Flops after synth=4184, Die X=approximately 570 µm, Site Rows=208, Slew headroom=16.4%, most frequent cells in the layout=4096 x edfxtp_1, 969 x mux4_2, 568 x nor2_1, 435 x clkbuf_16, 394 x mux2i_1, FF-to-FF End=fifo_array.read_data_int[0][7], ys flop type=edfxtp_1, crit path cell chain=xor2_1, nor4_1, nand2_1, nor2_1, clkdlybuf4s50_1, maxcap violations=0, via count=77600, CTS max path bufs=4, CP Capture Type=output pin, Seq share, synth=between 70% and 80%, Tool Warnings=35, LEAKAGE=approximately 55 nW, TritonCTS clock tree=done, global-route usage over all layers=30.7%, clock buffer count from CTS=~430, R2R setup slack=543640 ps, Yosys warnings=6, Slew Limit Fails=0, Core Region=321000 µm², CTS Root Cell=clkbuf_16, yosys cell count=7530, Die Size=325000 µm², Worst setup SP type=flip-flop, Worst VDD drop=about 0.0031 mV, pre-CTS WS=437400 ps, RSZ-0062 raised after global routing=false, antenna violations before repair=17, WHS Endpoint=fifo_array.write_data_int[2][2], TNS Setup=0 ps, final period utilization=20.7%, floorplan core density=50.3%, highest-delay cell along the critical path=dfxtp_4, GRT overflow=0, Crit Reg-Reg Startpoint=rd_ptr[0], post-CTS sizing=0, most frequent logic cell in the layout=edfxtp_1, crit path launch=rd_ptr[3], post-DR wirelength/cell=34.4 µm, Initial DRC Count=about 5200, CP max FO=33, critical setup path kind=flip-flop to output pin, hold_buf cts=0, CTS Sinks=~4200, Syn Inst Count=7530, Post-CTS Setup Bufs=0, DRC errors left=0, hold path cells=0, layout cell share with drive strength beyond 1=23.8%, total wire length=430000 µm, Area Growth Syn to Fin=12.1%, FF-to-FF path depth=12, hold path start=fifo_array.write_data_int[1][2], required time of the critical path=440240 ps, CP Data Arrival Time=a little under 4000 ps, Power Dens Cells=3.91 nW/µm², vias per inst=6.21, average cell area after synthesis=21.4 µm², min cycle time layout=113980 ps, Die Ht=570 µm, Port Buffers=21, CP top delay family=simple AND/OR/NAND/NOR gates, clock slew at reported path FFs=60 ps, H-Tree Depth=5, Routed Antenna Nets=0, vias in the first global route=~85000, async set-or-reset flop fraction in the synthesized netlist=0%, Cell variety after synth=69, yosys stat chip area=161000 µm², Slew @ Worst Pin=1250 ps, Latency at later pin=980 ps, setup ws final=436320 ps
==> registers in the layout, summed over array words and instances, names as in the netlist <==
signal and cells:
wr_ptr 9, fifo_array.write_enable_int 3, fifo_array.write_data_int 24, fifo_array.read_data_int 16
fifo_array.dp_ram 4096, rd_ptr 9, fifo_array.write_addr_int 27
==> cells in the mapped netlist (8+ instances only) <==
library cell	count	share of area, %
edfxtp_1	4096	76
mux4_2	969	14
nor2_1	573	1.3
mux2i_1	394	2.4
nand2_1	184	0.43
clkbuf_1	171	0.40
buf_2	136	0.42
a21oi_1	115	0.36
dfxtp_1	88	1.1
o21ai_0	78	0.24
buf_4	69	0.32
o221ai_1	68	0.37
a221oi_1	63	0.34
o22ai_1	61	0.24
buf_6	44	0.31
a22oi_1	43	0.20
a211oi_1	32	0.15
buf_1	27	0.063
mux2_2	22	0.15
nand3_1	22	0.068
nor2b_1	21	0.081
o211ai_1	21	0.098
nor3_1	16	0.050
buf_8	15	0.14
xor2_1	14	0.076
a311oi_1	13	0.071
and2_1	13	0.050
a31oi_1	12	0.047
o21ai_1	12	0.037
and3_1	11	0.043
a2111oi_0	10	0.054
xnor2_1	9	0.049
a211o_1	8	0.043
o31ai_1	8	0.037
==> metal layers <==
layer | global-route usage [%] | wire length (µm) | vias to the layer above
met2 | 41.9 | 198000 | 5069
met1 | 40.5 | 135000 | 39700
met4 | 8.93 | 16600 | 31
met5 | 1.68 | 669 | -
met3 | 24.2 | 80000 | 773
li1 | - | - | 32100
==> per-stage QoR <==
| stage | power [mW] | cell area, µm² | hold slack, ps | std cells | util [%] |
|---|---|---|---|---|---|
| 2_1_floorplan | 0.413 | 161000 | 310 | 7530 | - |
| 3_3_place_gp | 0.429 | 167000 | 309 | 11700 | 52.0 |
| 3_5_place_dp | 0.430 | 167000 | 312 | 11700 | 52.0 |
| 4_1_cts | 0.712 | 181000 | 324 | 12500 | 56.3 |
| 5_1_grt | 0.728 | 181000 | 327 | 12500 | 56.3 |
| 6_report | 0.707 | 181000 | 323 | 12500 | 56.3 |
==> worst register-to-register path, cell delays in order (launching register included) <==
cell and delay [ps]:
dfxtp_4 590, buf_4 520, buf_4 570, buf_4 710
buf_4 700, buf_4 590, mux4_2 600, mux2_2 340
a221o_1 330, a31oi_1 510, nand2_1 200, and4b_1 380
o32a_1 460
==> area by class of cell <==
class                      count  area (µm²)
antenna                       21        52.6
clock buffer                 526       11300
clock inverter               261        2510
fill                       23200      140000
inverter                       7        43.8
multi-input combinational   2873       34100
sequential                  4184      125000
tap                         4305        5390
timing repair buffer         319        2650
==> where the power goes <==
group | internal (mW) | switching, mW | leakage [nW] | total [mW]
Clock | 0.164 | 0.120 | 6.73 | 0.284
Sequential | 0.350 | 0.00139 | 37.5 | 0.352
Combinational | 0.0321 | 0.0383 | 10.4 | 0.0704
==> logic make-up (layout without fill, tap and decap cells) <==
group / after synthesis / count (layout) / synth area share, %
flip-flops: 4184 / 4184 / 77.3
multiplexers: 1385 / 1385 / 16.1
AND/OR/NAND/NOR: 870 / 870 / 2.18
AND-OR/OR-AND: 593 / 593 / 2.56
buffers and inverters: 473 / 1113 / 1.72
XOR/XNOR: 23 / 23 / 0.125
adder cells (fa/ha/maj): 2 / 2 / 0.0155
other: 0 / 21 / 0
==> how the worst max path moves through the flow <==
stage,cells after the start,to,slack (ps)
4_1_cts,5,empty,436320
5_1_grt,5,empty,436280
6_report,5,empty,436320
Power figures rest on the tool's default switching activity, not on a simulated workload.
